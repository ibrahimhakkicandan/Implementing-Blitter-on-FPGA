--- flow/design.v ---
module vga_sync
  (input logic        clk,
  input logic        clk_25mhz,
   output logic       hsync,
   output logic       vsync,
	input logic [15:0] data_in,
   output logic [2:0] rgb,
	input logic hold_ack,
	output logic hold,
	input logic [15:0] xPixel,
	input logic [15:0] yPixel,
	output logic [15:0] gpu_data_out,
	output logic [11:0] address
	);
   logic pixel_tick, video_on;
	logic [1:0] counter;
	logic [11:0] pc;
   logic [9:0] h_count;
	logic [9:0] h_index;
	logic [9:0] v_index;
	logic [2:0] color_reg [0:1] ; 
   logic [9:0] v_count;
	logic [15:0] color_data [0:4] ;
	logic x;
	logic y;
   localparam HD       = 1280,  
              HF       = 216,   
              HB       = 80,   
              HFB      = 136,   
              VD       = 960,  
              VT       = 1,   
              VB       = 30,   
              VFB      = 3,    
                  LINE_END = HF+HD+HB+HFB-1,
              PAGE_END = VT+VD+VB+VFB-1;  
	logic [6:0] cnt = 0;
	logic clk_40mhz;
always @(posedge clk) begin
  if (cnt == 6'd49) begin
    clk_40mhz <= ~clk_40mhz;  
    cnt <= 0;  
  end
  else begin
    cnt <= cnt + 1;  
  end
end
   always_ff @(posedge clk_25mhz)  
	begin
        if (h_count == LINE_END)
          begin
              h_count <= 0;
                  if (v_count == PAGE_END)
						begin
                        v_count <= 0;
								end
                  else
                     v_count <= v_count + 1;
                     end
        else
			 begin
          h_count <= h_count + 1;
			 end
     end
	  always_ff @(posedge clk)
			begin
			if(h_count>=0 && h_count<640 && v_count<VD)
				begin
				h_index<=15-((h_count-(h_count%8))/8);
				if(h_count<128)
					v_index<=0;
				else
				v_index<=((h_count-(h_count%128))/128);
				end
			end
	  always_ff @(posedge clk)
	  begin
						if(v_count+VB+VFB-3==PAGE_END)
						begin
						pc<=12'h055;
						end
	   if((h_count+HB+HFB-1==LINE_END && (v_count+VB+VFB-3)%8==0) || (h_count+HB+HFB-1==LINE_END && v_count+VB+VFB-3==PAGE_END))
			hold<=1;
			if(hold_ack==1)
			begin
				address<=pc;
				if(pc % 5 ==0) 
					begin
					color_data[4]<= data_in;
					end
				else if(pc % 5 ==1)
					begin
					color_data[0]<= data_in;
					end
				else if(pc % 5 ==2)
					begin
					color_data[1]<= data_in;
					end
				else if(pc % 5 ==3)
					begin
					color_data[2]<= data_in;
					end
				else
					begin
					color_data[3]<= data_in;
					hold<=0;
					end
				pc<=pc+1;
			 end
	  end
   always_comb
        begin
             if((xPixel-5 <= h_count) && (h_count <= xPixel+6) && (yPixel-5 <= v_count) && (v_count <= yPixel+6))
                rgb = 3'b001;
				 else if (h_count<640 && h_count>=0 && v_count < VD && h_count<HD)
						rgb = color_reg[color_data[v_index][h_index]];
				   else
				      rgb = 3'b000;
        end
   assign hsync = (h_count >= (HD+HB) && h_count <= (HFB+HD+HB-1));
   assign vsync = (v_count >= (VD+VB) && v_count <= (VD+VB+VFB-1));
   initial
     begin
	  color_reg[0]=3'b010; 
	  color_reg[1]=3'b100; 
		  pc=12'h055;
		  hold=0;
        h_count = 0;;
        v_count = 0;
     end
endmodule
--- flow/run.sh ---
#!/bin/bash
# OpenROAD 26Q1-2900-gdf79404cd8, Yosys 0.63+post, stock flow scripts
make -C /OpenROAD-flow-scripts/flow DESIGN_CONFIG=/design/flow/config.mk WORK_HOME=/design/flow/orfs finish
--- flow/config.mk ---
export PLATFORM = sky130hd
export DESIGN_NAME = vga_sync
export DESIGN_NICKNAME = vga_sync
export VERILOG_FILES = /design/flow/design.v
export SDC_FILE = /design/flow/constraint.sdc
export NUM_CORES = 4
export LEC_CHECK = 1
export CORE_UTILIZATION = 40
--- flow/constraint.sdc ---
current_design vga_sync

set clk_period 14.6
set clk_io_pct 0.2

create_clock -name clk0 -period $clk_period [get_ports {clk}]
create_clock -name clk1 -period $clk_period [get_ports {clk_25mhz}]

set non_clock_inputs [all_inputs -no_clocks]
set_input_delay [expr $clk_period * $clk_io_pct] -clock clk0 $non_clock_inputs
set_output_delay [expr $clk_period * $clk_io_pct] -clock clk0 [all_outputs]
==> flow_summary.toml <==
# yosys + openroad results
[clock_tree]
cts_resized = 0
cts.clk_slew.worst_paths_ns = 0.07
hold_buffers = 0
cts_tree = "done"
post-cts-setup-buffers = 0
clock_sinks = 121

[die]
floorplan.core_util = 0.409
die_h_um = 152
coreArea_sq_mm = 0.0219
ioPinCount = 85
dieArea_sq_mm = 0.0230
die_w_um = 152
row_count = 54

[synthesis]
synth_area_sq_mm = 0.00895
top_cells_by_area = "edfxtp_1 (37%), ha_1 (4.6%), o21ai_0 (3.7%)"
top_area_frac = 0.372
aoi_share = 0.219
top_logic_kind = "AND-OR/OR-AND gates"
ys_area_sq_mm = 0.00895
yosysUniqueCellTypes = 106
ys.flops = 121
flop_cell = "edfxtp_1"
ys_seq_share = 0.395
synth-edff-count = 111
ys_sh_xor = 0.0478
ys_sh_simple = 0.207
syn_avg_cell_area_sq_um = 9.55
ys_sh_mux = 0.0291
yosys_warnings = 18
ys_cells = 938
syn_inst = 938
ys_sh_adder = 0.0484
largest_area_cell = "edfxtp_1"
synthArstFlopShare = 0

[pwr]
power_mw = 1.14
power_density_mw_per_mm2 = 111
ir_drop_mv = 0.0589
p_leak_nw = 3.44

[placed_design]
dp.cells = 1252
routabilityCongestion = 0.911
hpwl_um = 15400
portBuffers = 64

[hold_path]
min_to = "h_index[2]"
min_from = "h_count[5]"
hold_path.class = "reg -> reg"
hold_depth = 1

[final_timing]
clock_skew_ns = 0.00759
relSlewSlack = 0.440
rsz0062_at_grt = "false"
finalSetupTns_ns = 0
final-setup-viol-count = 0
hold_viol_final = 0
drv_slew = 0
tightest_slew_ns = 0.841

[drt]
detail-route-antenna-nets = 0
drt_drc_violations_left = 0
met2_wirelength_um = 10600
vias = 7334
drt-initial-drc-count = 511
diodes = 0
routed_via_density = 5.77
post_drt_wl_per_cell_um = 16.8
top_layer = "met4"
wl_um = 21400
wl_met1_um = 9690
met3_length_um = 926
firstDrtPassIters = 5

[global_routing]
grt_pass1_vias = 6905
grt_overflow = 0
antenna_found_initial = 0
grt_pass1_wl_um = 35000
grtUsageTotal = 0.200
grt_max_degree = 37

[setup_path]
end_kind = "primary output"
arrival_ns = 6.53
r2r_start = "pc[10]"
r2r_slack_ns = 5.21
reg2reg_depth = 30
cp.required_ns = 11.68
worstSetupStartpointType = "primary input"
rr_endpoint = "color_data[4][3]"
cp_max_fo = 7
critical_path_class = "in -> out"

[final_layout]
syn_to_final_growth_pct = 13.8
fillers = 2052
instances_no_fill = 1271
final_layout_size_suffix_gt1_frac = 0.0938
utilization = 0.466

[run]
maxCapViolCount = 0
warnings = 35

[run_status]
status = "finished clean"
==> layer usage <==
| layer | track usage | vias to the layer above |
|---|---|---|
| li1 | - | 3684 |
| met1 | 0.300 | 3459 |
| met2 | 0.327 | 172 |
| met3 | 0.0290 | 19 |
| met4 | 0.0228 | 0 |
| met5 | 0 | - |
==> area by class of cell <==
class,count,area (sq um),area share
multi-input cells,729,5020,0.492
flip-flops and latches,121,3530,0.347
well taps,280,350,0.0344
clock inverters,7,71.3,0.00700
repair buffers,80,761,0.0746
inverters,42,158,0.0155
clock buffers,12,300,0.0295
==> placed cells by master, fill, tap and decap left out, drive strengths merged, types with 15 or more instances in the layout <==
cell type,netlist,routed
inv,40,45
o21ai,69,69
conb,1,19
nand2,60,60
buf,37,16
nand2b,23,23
edfxtp,111,111
nand4,24,24
xnor2,35,35
a21oi,53,53
o211ai,15,15
nor2,60,60
clkdlybuf4s50,0,64
ha,33,33
nor3,28,28
nand3,40,40
a31oi,15,15
==> flip-flops by register name, indices dropped and copies added, names as in the netlist <==
register and flops:
address 12, color_data 80, h_count 10, h_index 4
pc 12, v_index 3
==> stage by stage <==
step	worst slack (ns)	hold slack, ns	instance area [sq um]
after floorplan	5.56	0.424	9020
after global placement	5.20	0.471	9820
after detailed placement	5.14	0.471	9820
after CTS	5.13	0.350	10200
after global routing	4.44	0.377	10200
final	5.15	0.357	10200
==> critical path, cell delays in order <==
cell	delay, ns
clkdlybuf4s50_1	0.59
inv_1	0.12
ha_1	0.21
a21oi_1	0.27
nand2_1	0.18
nor3_1	0.20
xor2_1	0.10
ha_1	0.30
nand4_1	0.08
or4b_2	0.60
o21ai_0	0.09
nand4_1	0.26
and3_1	0.23
clkdlybuf4s50_1	0.39
==> cells in the mapped netlist (7+ instances only) <==
master	count
buf_2	9
ha_1	33
nand2_1	60
inv_1	40
and2_1	9
a221o_1	8
edfxtp_1	111
nand4_1	22
o21ai_0	66
mux2i_1	10
buf_4	19
nand3_1	40
clkbuf_1	27
o22ai_1	10
or3_1	8
nor3_1	26
xor2_1	13
and3_1	8
o31ai_1	10
a31oi_1	14
dfxtp_1	10
o21a_1	8
nor2b_1	10
buf_1	8
a21o_1	9
nand4b_1	7
nor2_1	58
o2111ai_1	8
nand2b_1	23
nor4_1	8
a21oi_1	51
xnor2_1	34
a211oi_1	9
o211ai_1	14
==> cells by family after synthesis <==
| group | Yosys count |
|---|---|
| fa+ha+maj | 35 |
| xor+xnor | 48 |
| compound gates | 279 |
| flops | 121 |
| mux | 21 |
| other cells | 1 |
| simple gates | 327 |
| buf+inv | 106 |
==> how the worst max path moves through the flow <==
| stage | from | to | slack (ns) | depth (start not counted) |
|---|---|---|---|---|
| CTS | xPixel[1] | rgb[1] | 5.13 | 14 |
| global route | pc[10] | color_data[4][13] | 4.44 | 30 |
| finish | xPixel[1] | rgb[1] | 5.15 | 14 |
==> where the power goes <==
group | switching [mW] | internal (mW)
Clock | 0.131 | 0.157
Sequential | 0.00988 | 0.393
Combinational | 0.271 | 0.174
No activity file was given, so power comes from the tool's default toggle rates.
