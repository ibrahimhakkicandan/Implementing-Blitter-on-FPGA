File: flow/config.mk
export PLATFORM = sky130hd
export DESIGN_NAME = sevensegment
export DESIGN_NICKNAME = sevensegment
export VERILOG_FILES = /design/flow/design.v
export SDC_FILE = /design/flow/constraint.sdc
export NUM_CORES = 4
export LEC_CHECK = 1
export CORE_AREA = 10 10 95 95
export DIE_AREA = 0 0 105 105
File: flow/constraint.sdc
current_design sevensegment

set clk_period 3.7
set clk_io_pct 0.2

create_clock -name clk0 -period $clk_period [get_ports {clk}]

set non_clock_inputs [all_inputs -no_clocks]
set_input_delay [expr $clk_period * $clk_io_pct] -clock clk0 $non_clock_inputs
set_output_delay [expr $clk_period * $clk_io_pct] -clock clk0 [all_outputs]
File: flow/design.v
module sevensegment( din, grounds, display, clk);
input logic [15:0] din;
output logic [3:0] grounds;
output logic [6:0] display;
input clk; 
logic [3:0] data [3:0] ;  
logic [1:0] count;        
logic [25:0] clk1;
always_ff @(posedge clk1[15])  
begin
    grounds<={grounds[2:0],grounds[3]};
    count<=count+1;
end
always_ff @(posedge clk)
    clk1<=clk1+1;
always_comb
    case(data[count])
        0:display=7'b1111110;  
        1:display=7'b0110000;
        2:display=7'b1101101;
        3:display=7'b1111001;
        4:display=7'b0110011;
        5:display=7'b1011011;
        6:display=7'b1011111;
        7:display=7'b1110000;
        8:display=7'b1111111;
        9:display=7'b1111011;
        'ha:display=7'b1110111;
        'hb:display=7'b0011111;
        'hc:display=7'b1001110;
        'hd:display=7'b0111101;
        'he:display=7'b1001111;
        'hf:display=7'b1000111;
        default display=7'b1111111;
    endcase
  always_comb
    begin
    data[0]=din[15:12];
    data[1]=din[11:8];
    data[2]=din[7:4];
    data[3]=din[3:0];
    end
initial begin
    data[0]=4'h1;
    data[1]=4'h9;
    data[2]=4'ha;
    data[3]=4'hc;
    count = 2'b0;
    grounds=4'b1110;
    clk1=0;
end
endmodule
File: flow/run.sh
#!/bin/bash
# OpenROAD 26Q1-2900-gdf79404cd8, Yosys 0.63+post, stock flow scripts
make -C /OpenROAD-flow-scripts/flow DESIGN_CONFIG=/design/flow/config.mk WORK_HOME=/design/flow/orfs finish
==> flow_summary.toml <==
# flow metrics
[global_route]
grt_max_degree = 15
grt_pass1_wl_um = 4000
grt_overflow_total = 0
antenna_found_initial = 0
grt_pass1_vias = 858
grt_usage_pct = 4.13

[critical_path]
start_kind = "input pin"
crit_buf_inv = 2
worstPathCellList = "clkdlybuf4s50_1 -> a222oi_1 -> mux2i_2 -> ha_2 -> mux2_2 -> a21oi_2 -> clkdlybuf4s50_1"
critPathKind = "in2out"
required_ns = 2.96
critPathCaptureType = "output port"
cp_data_arrival_time_ns = 2.83
crit_top_cell = "clkdlybuf4s50_1"
path_max_fanout = 6
max_stage_delay_ns = 0.48
crit_slowest_cell = "clkdlybuf4s50_1"
crit_family = "buffers and inverters"

[final_timing]
maxSlewHeadroom_pct = 59.4
worst_pin_slew_ns = 0.603
rsz0062_at_grt = "yes"
setup_viol = 0
untimed_endpoints = 10
skew_ns = 0.00205
fin_crit_ns = 3.57
finalHoldViolCount = 0
unclocked_regs = 6
setup_tns_ns = 0
fin_crit_sh_pct = 96.6
final_max_slew_viol_count = 0
fin_ws_ns = 0.125
max_freq_mhz = 280

[die]
io_pins = 28
dieArea_um2 = 11000
initCoreUtil_pct = 16.5
die_w_um = 105
rows = 30
die_h_um = 105
design.core.area_um2 = 6910

[clock_tree]
cts_htree_levels = 1
numCtsBuffers = 3
ctsHoldBuffers = 0
clockBufferDepth = 2
clk_pin_slew_ns = 0.06
clock-root-buffer = "clkbuf_8"
cts_tree = "built"
insertion_delay_ns = 0.24

[pwr]
p_leak_nw = 0.660
power.density_nw_per_um2 = 204
sequentialPowerShare_pct = 50.4
p_clk_share_pct = 44.2
combPwrFrac_pct = 5.3
switching_share_pct = 17.6
power.switching_w = 0.0000603
p_int_w = 0.000281
peakVddDrop_mv = 0.170

[finish]
areaGrowthSynthToFinish_pct = 46.4
drive_gt1_share_pct = 17.4

[job]
maxCapViolCount = 0
warning_count = 35

[drt]
viasPerCell = 3.62
drc_errors = 0
drtPass1Iterations = 6
vias = 888
antenna_cells = 0
wl_per_cell_um = 9.47
postRouteAntennaNets = 0
drt-total-wl_um = 2320
drtIter0Drc = 19

[placed_design]
io_buffers = 27
hpwlAfterDp_um = 1810
post-place-ws_ns = -0.0498
gp_congestion = 0.814

[yosys]
synth_cell_type_count = 27
ys_chip_area_um2 = 1140
synth_cells = 111
ys_seq_share_pct = 38.6
synth_area_per_cell_um2 = 10.3
ys_ff = 22
synth_area_um2 = 1140
ys_cells = 111
ys.warnings.count = 2

[status]
status = "complete, no violations"

[worst_hold_path]
hp-class = "reg2reg"
Yosys cell counts:
master     count  area share (%)
dfxtp_1       22              39
ha_1          12              13
inv_1         11             3.6
xnor2_1       11             8.4
nand2_1        7             2.3
mux2i_1        6             5.3
nand3_1        6             2.6
mux2_2         5             4.9
a222oi_1       4             3.5
nor2_1         4             1.3
xor2_1         4             3.1
a21oi_1        2            0.88
nand4_1        2             1.1
nor3_1         2            0.88
a221oi_2       1             1.3
a22oi_1        1            0.66
a2bb2oi_1      1            0.77
a32oi_1        1            0.77
and3_1         1            0.55
and3_4         1            0.99
and4_1         1            0.77
buf_4          1            0.66
buf_6          1            0.99
mux2i_2        1             1.2
nor3b_1        1            0.66
nor4_1         1            0.55
or2_2          1            0.55
flip-flops by register name (all words and copies together), names as in the netlist:
name / flops
clk1: 16
grounds: 4
count: 2
power groups by stage:
stage	clock network, W	registers [W]	logic [W]
6_report	0.000151	0.000172	0.0000182
5_1_grt	0.000161	0.000172	0.0000193
4_1_cts	0.000155	0.000172	0.0000184
timing repair:
item                                    CTS  global route
endpoints found under the hold margin     0             0
resized                                   1             7
endpoints found under the setup margin    3             6
pin swaps                                 0             2
buffers inserted                          0             1
routing by layer:
| layer | vias up | global-route usage, % | routed length (um) |
|---|---|---|---|
| met3 | 2 | 0.745 | 76 |
| li1 | 462 | - | - |
| met1 | 402 | 6.38 | 1310 |
| met5 | - | 0 | 0 |
| met4 | 0 | 0.490 | 9 |
| met2 | 22 | 5.96 | 924 |
worst register-to-register path: cells and delay by family, from the launching register on:
family	cells	cell delay [ns]
xor+xnor	1	0.16
simple gates	3	0.94
flops	1	0.41
final timing paths:
check	startpoint	endpoint	slack, ns	depth (start not counted)
worst min-delay path	clk1[0]	clk1[0]	0.41	1
worst max register to register	clk1[5]	clk1[15]	2.08	4
worst min register to register	clk1[0]	clk1[0]	0.41	1
worst max-delay path	din[8]	display[1]	0.13	7
stage by stage:
step           power, W  hold WS (ns)  area (um^2)  instances  util, %
2_1_floorplan  0.000177         0.383         1140        111        -
3_3_place_gp   0.000194         0.396         1590        240     23.0
3_5_place_dp   0.000194         0.401         1590        240     23.0
4_1_cts        0.000346         0.416         1650        244     23.8
5_1_grt        0.000352         0.443         1670        245     24.2
6_report       0.000342         0.413         1670        245     24.2
layout by cell type (no fill, tap or decap), types with 3 or more instances in the layout:
master / instances
ha_1: 10
a222oi_1: 4
nor2_1: 4
xor2_1: 4
xnor2_1: 11
inv_1: 11
buf_4: 8
nand2_1: 7
dlymetal6s2s_1: 3
mux2i_1: 5
clkbuf_8: 4
mux2_2: 4
nand3_1: 6
dfxtp_1: 22
clkdlybuf4s50_1: 24
area by class of cell:
class	instances	area (um^2)
clock buffers	4	55.1
fillers	743	5230
inverters	11	41.3
multi-input cells	76	658
flip-flops and latches	22	440
well taps	96	120
repair buffers	36	358
cells by family (layout without fill, tap and decap cells):
family | after synthesis | in the layout | share of synthesized area (%)
xor+xnor | 15 | 15 | 11.5
simple gates | 27 | 27 | 12.3
buf+inv | 13 | 51 | 5.26
flops | 22 | 22 | 38.6
fa+ha+maj | 12 | 12 | 13.1
compound gates | 10 | 10 | 7.89
mux | 12 | 12 | 11.4
Power figures rest on the tool's default switching activity, not on a simulated workload.
