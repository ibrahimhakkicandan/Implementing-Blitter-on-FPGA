==> flow/design.v <==
module bird (
        input logic clk,
        input logic [15:0] data_in,
		  input logic hold,
		  output logic hold_ack,
        output logic [15:0] data_out,
        output logic [11:0] address,
        output logic memwt
        );
logic [11:0] pc, ir;  
logic [4:0] state;  
logic [15:0] regbank [7:0]; 
logic zeroflag;  
logic [15:0] result;  
localparam    FETCH=4'b0000,
        LDI=4'b0001, 
        LD=4'b0010,
        ST=4'b0011,
        JZ=4'b0100,
        JMP=4'b0101,
        ALU=4'b0111,
        PUSH=4'b1000,
        POP1=4'b1001,
        POP2=4'b1100,
        CALL=4'b1010,
        RET1=4'b1011,
        RET2=4'b1101;
logic zeroresult; 
always_ff @(posedge clk)
    case(state) 
        FETCH: 
           begin
					if(hold==1)
						begin
						hold_ack<=1;
						state<=FETCH;
						end
					else
						begin
						hold_ack<=0;
						if ( data_in[15:12]==JZ)  
							if (zeroflag)   
                        state <= JMP;
							else
                        state <= FETCH;  
						else
							state <= data_in[15:12];  
						ir<=data_in[11:0];  
						pc<=pc+1;  
						end
            end
        LDI:
            begin
                regbank[ ir[2:0] ] <= data_in;  
                pc<=pc+1;  
                state <= FETCH;
            end
        LD:
            begin
                regbank[ir[2:0]] <= data_in;
                state <= FETCH;  
                end 
        ST:
            begin
                state <= FETCH;  
            end
        JMP:
            begin
                pc <= pc+ir;
                state <= FETCH;  
            end
        ALU:
            begin
                regbank[ir[2:0]]<=result;
                zeroflag<=zeroresult;
                state <= FETCH;
            end
        PUSH:
            begin
                 regbank[7]<=regbank[7]-1;
                 state <= FETCH;
            end
        POP1:
            begin
                regbank[7]<=regbank[7]+1;
                state <= POP2;
            end
        POP2:  
            begin
                regbank[ir[2:0]] <= data_in;
                state <= FETCH; 
            end
        CALL: 
            begin
                regbank[7]<=regbank[7]-1;
                pc<=pc+ir;
                state <= FETCH; 
            end
        RET1:
            begin
                regbank[7]<=regbank[7]+1;
                state <= RET2;
            end
        RET2:
            begin
                pc<=data_in[11:0];
                state <= FETCH; 
            end
    endcase
always_comb
    case (state)
        LD:    address=regbank[ir[5:3]][11:0];
        ST:    address=regbank[ir[5:3]][11:0];
        PUSH:    address=regbank[7];
        POP2:    address=regbank[7];
        CALL:    address=regbank[7];
        RET2:    address=regbank[7];
        default: address=pc;
    endcase
assign memwt=(state==ST)||(state==PUSH)||(state==CALL);
always_comb
    case (state)
        CALL: data_out = {4'b0,pc};
        default: data_out = regbank[ir[8:6]];
    endcase
always_comb  
    case (ir[11:9])
        3'h0: result = regbank[ir[8:6]]+regbank[ir[5:3]];  
        3'h1: result = regbank[ir[8:6]]-regbank[ir[5:3]];  
        3'h2: result = regbank[ir[8:6]]&regbank[ir[5:3]];  
        3'h3: result = regbank[ir[8:6]]|regbank[ir[5:3]];  
        3'h4: result = regbank[ir[8:6]]^regbank[ir[5:3]];  
        3'h7: case (ir[8:6])
            3'h0: result = !regbank[ir[5:3]];
            3'h1: result = regbank[ir[5:3]];
            3'h2: result = regbank[ir[5:3]]+1;
            3'h3: result = regbank[ir[5:3]]-1;
            default: result=16'h0000;
             endcase
        default: result=16'h0000;
    endcase
assign zeroresult = ~|result;
initial 
begin
    state=FETCH;
    zeroflag=0;
	 hold_ack=0;
    pc=0;
end
endmodule
==> flow/run.sh <==
#!/bin/bash
# OpenROAD 26Q1-2900-gdf79404cd8, Yosys 0.63+post, stock flow scripts
make -C /OpenROAD-flow-scripts/flow DESIGN_CONFIG=/design/flow/config.mk WORK_HOME=/design/flow/orfs finish
==> flow/config.mk <==
export PLATFORM = sky130hd
export DESIGN_NAME = bird
export DESIGN_NICKNAME = bird
export VERILOG_FILES = /design/flow/design.v
export SDC_FILE = /design/flow/constraint.sdc
export NUM_CORES = 4
export LEC_CHECK = 1
export CORE_UTILIZATION = 50
==> flow/constraint.sdc <==
current_design bird

set clk_period 10.4
set clk_io_pct 0.2

create_clock -name clk0 -period $clk_period [get_ports {clk}]

set non_clock_inputs [all_inputs -no_clocks]
set_input_delay [expr $clk_period * $clk_io_pct] -clock clk0 $non_clock_inputs
set_output_delay [expr $clk_period * $clk_io_pct] -clock clk0 [all_outputs]
==> reports/metrics.yaml <==
clock_network:
  clock_sinks: 164
  root_buffer: "clkbuf_16"
  post_cts_buffers: 0
  cts_tree: "done"
  insertion_delay_ns: 0.43
  cts.clk_slew.worst_paths_ns: 0.08
  numCtsBuffers: 17
  htree_levels: 4
  clk_path_buf_depth: 2
  cts_hold_buf: 0
  postCtsResizedCells: 0
yosys:
  ys_area_um2: 12300
  ys_cells: 1150
  synth_area_um2: 12300
  synth_area_per_cell_um2: 10.7
  enable_flop_cells: 158
  ys.flop_type: "edfxtp_1"
  synth_flop_count: 164
  synth_cell_types: 80
  async_flop_share: 0
  yosys_warnings: 1
  postSynthCellCount: 1150
  synth_seq_share: 0.394
timing:
  max_freq_mhz: 176
  layout_setup_ws_ns: 4.73
  hold_viol_final: 0
  finalClockPeriodUsage: 0.545
  setup_viol: 0
  final.min_clock_period_ns: 5.67
  slew_viol_final: 0
  setup_tns_ns: 0
  finalClockSkew_ns: 0.0127
  grt_setup_unrepaired: "no"
  worstMarginPinSlew_ns: 0.953
  max-slew-margin-rel: 0.359
final_layout:
  fillers: 2018
  drive_gt1_frac: 0.138
  stdcell_area_um2: 13800
  layout_top_cell: "edfxtp_1"
  area_delta_synth_final_pct: 11.7
  utilization: 0.569
  mostFrequentLayoutCells: "edfxtp_1, nor2_1, o21ai_0, nand2_1, ha_1"
placement:
  placed_area_um2: 13200
  io_buffers: 47
  place_congestion: 1.06
  post-dp-hpwl_um: 28900
  place_ws_ns: 4.87
route:
  vias: 9694
  n_antenna_cell: 0
  viasPerCell: 6.39
  wire_per_inst_um: 25.7
  drt_pass1_iterations: 7
  postRouteAntennaNets: 0
  drc: 0
  wirelength_um: 39100
  drt_iter0_drc: 783
setup_path:
  setup.worst_path.end_class: "flip-flop"
  critical_path_class: "reg2reg"
  cpPeakStageDelay_ns: 0.78
  cp_slowest_cell: "o31ai_1"
  crit_arrival_ns: 5.76
  cp_max_fo: 32
  crit_path_cell_trace: "buf_4 > mux4_2 > mux2i_1 > ha_1 > nand2_1 > o21ai_0 > fa_1 > nor2b_1 > o31a_1 > o211ai_1 > a21boi_0 > mux2_2 > o221ai_1 > nand3b_1 > nor2_1 > o31ai_1"
  r2r_slack_ns: 4.73
  worstPathRequired_ns: 10.49
  start_kind: "flip-flop"
power_and_ir_drop:
  ir_drop_v: 0.000174
  p_leak_uw: 0.00506
  power_uw: 4670
  powerDensity_nw_per_um2: 339
run_status:
  outcome: "finished, final reports clean"
die:
  die_area_um2: 25300
  die_x_um: 159
  num_rows: 57
  pin_count: 48
  fp_util: 0.509
  coreArea_um2: 24200
  fp.dieH_um: 159
global_route:
  grt_pass1_vias: 9591
  grt_overflow_total: 0
  grt_use_total: 0.339
  grt_max_degree: 40
  grt_pass1_wl_um: 58700
  antenna_found_initial: 0
job:
  drv_cap: 0
  log.warning_count: 43
hold_path:
  hold_path_class: "reg2reg"
registers in the layout (all words and copies together), names as in the netlist, named ones only:
signal    count
state         4
regbank     128
hold_ack      1
zeroflag      1
ir           12
pc           12
cells by family (layout without fill, tap and decap cells):
family,Yosys count,in the layout,synth area share
fa+ha+maj,77,77,0.0799
mux,119,119,0.167
xor+xnor,49,49,0.0348
simple gates,331,331,0.134
flops,164,164,0.394
compound gates,282,282,0.147
buf+inv,128,172,0.0429
layout make-up:
| cell class | count | area (um2) | area share |
|---|---|---|---|
| Clock buffer | 19 | 433 | 0.0314 |
| Sequential cell | 164 | 4870 | 0.353 |
| Multi-Input combinational cell | 858 | 6970 | 0.506 |
| Inverter | 59 | 221 | 0.0161 |
| Timing Repair Buffer | 81 | 726 | 0.0526 |
| Clock inverter | 13 | 161 | 0.0117 |
| Tap cell | 324 | 405 | 0.0294 |
synth_stat cells (18+ instances only):
cell type  instances  area [um2]
nor2_1            93         349
ha_1              74         926
mux4_2            54        1220
mux2i_1           35         350
xnor2_1           33         289
a22oi_1           18         135
inv_1             56         210
nand2b_1          19         119
nor2b_1           24         150
o21ai_0           80         400
clkbuf_1          50         188
nand3_1           21         105
nor3_1            24         120
a21oi_1           65         325
nand2_1           78         293
edfxtp_1         158        4740
critical path, delay by kind of cell, from the launching register on:
| family | cells | cell delay, ns |
|---|---|---|
| adders and majority gates | 2 | 0.79 |
| buffers and inverters | 1 | 0.46 |
| DFF | 1 | 0.31 |
| muxes | 3 | 1.42 |
| AOI/OAI and AO/OA | 6 | 1.82 |
| and+or+nand+nor | 4 | 0.52 |
metrics by stage:
stage	hold slack, ns	instances
finish	0.505	1518
global route	0.525	1518
CTS	0.506	1518
detailed placement	0.484	1486
global placement	0.484	1486
floorplan	0.468	1150
per-layer routing:
layer	global-route usage	wire (um)
met1	0.480	15100
met2	0.494	17700
met3	0.174	5160
met4	0.0769	1060
met5	0	0
path summary, 6_finish.rpt:
kind	startpoint	depth (start not counted)	to
hold reg to reg	ir[3]	1	flip-flop
setup reg to reg	flip-flop	16	regbank[7][8]
hold / removal	ir[3]	1	flip-flop
setup / recovery	flip-flop	16	regbank[7][8]
report_power, final:
part | internal [uW] | leakage (uW) | switching, uW | total (uW)
combinational | 1230 | 0.00327 | 1670 | 2910
clock | 363 | 0.000285 | 288 | 652
sequential | 947 | 0.00150 | 164 | 1110
total | 2540 | 0.00506 | 2130 | 4670
Power figures rest on the tool's default switching activity, not on a simulated workload.
